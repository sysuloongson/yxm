## design/flow/run.sh

```bash
#!/bin/bash
# OpenROAD 26Q1-2900-gdf79404cd8, Yosys 0.63+post, stock flow scripts
make -C /OpenROAD-flow-scripts/flow DESIGN_CONFIG=/design/flow/config.mk WORK_HOME=/design/flow/orfs finish
```

## design/flow/config.mk

```make
export PLATFORM = sky130hd
export DESIGN_NAME = register_file
export DESIGN_NICKNAME = register_file
export VERILOG_FILES = /design/flow/design.v
export SDC_FILE = /design/flow/constraint.sdc
export NUM_CORES = 4
export LEC_CHECK = 1
export CORE_UTILIZATION = 40
```

## design/flow/constraint.sdc

```tcl
current_design register_file

set clk_period 5.7
set clk_io_pct 0.2

create_clock -name clk0 -period $clk_period [get_ports {clk}]

set non_clock_inputs [all_inputs -no_clocks]
set_input_delay [expr $clk_period * $clk_io_pct] -clock clk0 $non_clock_inputs
set_output_delay [expr $clk_period * $clk_io_pct] -clock clk0 [all_outputs]
```

## design/flow/design.v

```verilog
module register_file(
	input clk,
	input rst_,
	input [4:0] read_addr0,
	input [4:0] read_addr1,
	input [4:0] read_addr2,
	input [4:0] read_addr3,
	input read_addr0_valid,
	input read_addr1_valid,
	input read_addr2_valid,
	input read_addr3_valid,
	input read_hilo_hi_enable,
	input read_hilo_lo_enable,
	input [4:0] write_addr0,
	input [4:0] write_addr1,
	input write_addr0_valid,
	input write_addr1_valid,
	input [31:0] write_data0,
	input [31:0] write_data1,
	input [31:0] write_hilo_hi_data,
	input [31:0] write_hilo_lo_data,
	input write_hilo_hi_data_valid,
	input write_hilo_lo_data_valid,
	output wire [31:0] read_data0,
	output wire [31:0] read_data1,
	output wire [31:0] read_data2,
	output wire [31:0] read_data3,
	output wire read_data0_valid,
	output wire read_data1_valid,
	output wire read_data2_valid,
	output wire read_data3_valid,
	output wire [31:0] hilo_hi_data,
	output wire [31:0] hilo_lo_data,
	output wire hilo_hi_data_valid,
	output wire hilo_lo_data_valid
);
	integer i;
	integer j;
	reg [31:0] register [0:32-1]; 
	reg [31:0] register_hilo_hi;
	reg [31:0] register_hilo_lo;
	initial begin
		register[1] <= 32'h0001;
		register[2] <= 32'h0002;
		register[3] <= 32'h0003;
		register[4] <= 32'h0004;
		register[5] <= 32'h0005;
		register[6] <= 32'h0006;
		register[7] <= 32'h0007;
		register[8] <= 32'h0008;
		register[9] <= 32'h0009;
		register[10] <= 32'h000a;
		register[11] <= 32'h000b;
		register[12] <= 32'h000c;
		register[13] <= 32'h000d;
		register[14] <= 32'h000e;
		register[15] <= 32'h000f;
		register[16] <= 32'h0010;
		register[17] <= 32'h0011;
		register[18] <= 32'h0012;
		register[19] <= 32'h0013;
		register[20] <= 32'h0014;
		register[21] <= 32'h0015;
		register[22] <= 32'h0016;
		register[23] <= 32'h0017;
		register[24] <= 32'h0018;
		register[25] <= 32'h0019;
		register[26] <= 32'h001a;
		register[27] <= 32'h001b;
		register[28] <= 32'h001c;
		register[29] <= 32'h001d;
		register[30] <= 32'h001e;
		register[31] <= 32'h001f;	
	end
	assign read_data0 = (read_addr0_valid)? register[read_addr0] : 32'b0;
	assign read_data1 = (read_addr1_valid)? register[read_addr1] : 32'b0;
	assign read_data2 = (read_addr2_valid)? register[read_addr2] : 32'b0;
	assign read_data3 = (read_addr3_valid)? register[read_addr3] : 32'b0;
	assign hilo_hi_data = (read_hilo_hi_enable)? register_hilo_hi : 32'b0;
	assign hilo_lo_data = (read_hilo_lo_enable)? register_hilo_lo : 32'b0;
	assign read_data0_valid = (read_addr0_valid)? 1'b1 : 1'b0;
	assign read_data1_valid = (read_addr1_valid)? 1'b1 : 1'b0;
	assign read_data2_valid = (read_addr2_valid)? 1'b1 : 1'b0;
	assign read_data3_valid = (read_addr3_valid)? 1'b1 : 1'b0;	
	assign hilo_hi_data_valid = (read_hilo_hi_enable)? 1'b1 : 1'b0;
	assign hilo_lo_data_valid = (read_hilo_lo_enable)? 1'b1 : 1'b0;
	always@(posedge clk)begin
		if(!rst_)begin
			register_hilo_hi <= 32'b0;
			register_hilo_lo <= 32'b0;
			register[1] <= 32'h0001;
			register[2] <= 32'h0002;
			register[3] <= 32'h0003;
			register[4] <= 32'h0004;
			register[5] <= 32'h0005;
			register[6] <= 32'h0006;
			register[7] <= 32'h0007;
			register[8] <= 32'h0008;
			register[9] <= 32'h0009;
			register[10] <= 32'h000a;
			register[11] <= 32'h000b;
			register[12] <= 32'h000c;
			register[13] <= 32'h000d;
			register[14] <= 32'h000e;
			register[15] <= 32'h000f;
			register[16] <= 32'h0010;
			register[17] <= 32'h0011;
			register[18] <= 32'h0012;
			register[19] <= 32'h0013;
			register[20] <= 32'h0014;
			register[21] <= 32'h0015;
			register[22] <= 32'h0016;
			register[23] <= 32'h0017;
			register[24] <= 32'h0018;
			register[25] <= 32'h0019;
			register[26] <= 32'h001a;
			register[27] <= 32'h001b;
			register[28] <= 32'h001c;
			register[29] <= 32'h001d;
			register[30] <= 32'h001e;
			register[31] <= 32'h001f;
		end
		else begin
			if(write_addr0_valid)begin
				register[write_addr0] <= write_data0;
			end
			if(write_addr1_valid)begin
				register[write_addr1] <= write_data1;
			end
			if(write_hilo_hi_data_valid)begin
				register_hilo_hi <= write_hilo_hi_data;
			end
			if(write_hilo_lo_data_valid)begin
				register_hilo_lo <= write_hilo_lo_data;
			end			
		end
	end
endmodule
```

==> flow_metrics.py <==
# Auto-generated metrics
metrics = {
    "clocking": {
        "ctsHtreeMaxLevel": 4,
        "cts_sinks": 1088,
        "clk_path_buf_depth": 3,
        "cts_buffers": 132,
        "cts-root-buf": "clkbuf_16",
        "cts_hold_buf": 0,
        "postCtsSetupRepairBufs": 0,
        "clkTransAtPathRegs_ns": 0.06,
        "cts_tree": "done",
        "worstSkewPairLatency_ns": 0.80,
        "ctsResizeCount": 0,
    },
    "route": {
        "drtIter0Drc": 5510,
        "postRouteWirelength_um": 406200,
        "vias": 64320,
        "avgViaCountPerCell": 7.738,
        "ant_nets": 0,
        "first_pass_iters": 6,
        "wl_per_cell_um": 48.87,
        "drc": 0,
    },
    "die": {
        "die_w_um": 443.6,
        "num_rows": 161,
        "fp_util_pct": 40.38,
        "chipArea_um2": 196800,
        "die_h_um": 443.6,
        "ios": 368,
        "coreArea_um2": 193200,
    },
    "finish": {
        "final_layout_size_suffix_gt1_share_pct": 34.74,
        "regArea_um2": 32030,
        "n_fill_cell": 16460,
        "areaGrowthSynthToFinish_pct": 16.07,
        "logic_area_um2": 42810,
        "final_cell_mix": "edfxtp_1, a22o_1, mux4_2, buf_4, clkdlybuf4s50_1",
        "final_layout_top_logic_cell": "edfxtp_1",
    },
    "timing": {
        "skew_ns": 0,
        "fmax_mhz": 180.2,
        "report.final.slew_viol_count": 0,
        "setup_viol_count_final": 0,
        "finalSetupTns_ns": 0,
        "rsz0062_at_grt": "no",
        "hold_violations": 0,
        "fin_crit_sh_pct": 97.35,
        "setup_ws_ns": 0.1508,
        "min_period_ns": 5.549,
        "tightest_slew_ns": 1.152,
        "relSlewSlack_pct": 23.18,
    },
    "place": {
        "io_buffers": 367,
        "place.gp.congestion": 1.049,
        "hpwl_um": 263400,
        "dp_slack_ns": 0.3533,
    },
    "critical_path": {
        "crit_path_end": "read_data3[28]",
        "timing.critical_path.from": "read_addr3[0]",
        "r2r-start": "register_hilo_lo[20]",
        "worstSetupEndpointType": "primary output",
        "criticalPathCategory": "input port to primary output",
        "r2r_setup_slack_ns": 5.08,
        "r2r_end": "register_hilo_lo[20]",
        "crit_required_ns": 4.56,
        "crit_path_max_fanout": 38,
        "cp.arrival_ns": 4.41,
        "setup.worst_path.start_class": "input port",
        "r2r_cells": 2,
    },
    "pwr": {
        "pwr-share-comb_pct": 21.3,
        "ir_worst_vdd_uv": 285.7,
        "swShare_pct": 29.94,
        "p_per_area_nw_per_um2": 255.3,
        "switchingPower_mw": 6.920,
        "seqPwrFrac_pct": 41.9,
        "p_leak_nw": 30.36,
        "clock_power_share_pct": 36.8,
        "p_int_mw": 16.20,
    },
    "yosys": {
        "ys_seq_share_pct": 41.06,
        "synth-seq-cells": 1088,
        "avgSynthCellArea_um2": 14.16,
        "yosysUniqueCellTypes": 47,
        "synthArstFlopShare_pct": 0,
        "synth_warnings": 1,
        "syn_area_um2": 78000,
        "edf_count": 1024,
        "yosys_cells": 5510,
        "yosysChipArea_um2": 78000,
        "syn_inst": 5510,
        "synth_top_flop_cell": "edfxtp_1",
    },
    "global_routing": {
        "grt_pass1_wl_um": 550900,
        "grt_usage_pct": 44.18,
        "grt_pass1_vias": 67490,
        "overflow": 0,
        "antenna_found_initial": 22,
        "grt_max_degree": 71,
    },
    "status": {
        "status": "finished clean",
    },
    "job": {
        "warnings": 26,
        "cap_violations": 0,
    },
    "min_path": {
        "hp-class": "register to register",
    },
}
state kept, by name, summed over array words and instances, names as in the netlist:
| name | count |
|---|---|
| register_hilo_lo | 32 |
| register | 1024 |
| register_hilo_hi | 32 |
worst min path at each step:
stage / start / slack, ns / cells after the start / end
4_1_cts: register_hilo_hi[22] / 0.51 / 2 / register_hilo_hi[22]
5_1_grt: register_hilo_hi[9] / 0.54 / 2 / register_hilo_hi[9]
6_report: register_hilo_hi[22] / 0.51 / 2 / register_hilo_hi[22]
Yosys cell counts (all sizes together) (3+ instances only):
master / instances / share of area (%)
nor3b: 6 / 0.058
edfxtp: 1024 / 39
or2: 4 / 0.032
or3b: 3 / 0.034
nor2: 143 / 0.70
nand2: 138 / 0.66
and4b: 4 / 0.051
a2bb2oi: 12 / 0.13
dfxtp: 64 / 1.6
a221oi: 92 / 1.0
mux4: 896 / 26
nand2b: 4 / 0.032
o2111ai: 36 / 0.40
a21oi: 68 / 0.44
buf: 364 / 2.9
a22oi: 128 / 1.2
nand3: 32 / 0.21
inv: 9 / 0.043
nor2b: 72 / 0.58
o221ai: 128 / 1.5
o21ai: 92 / 0.59
and2: 68 / 0.55
mux2: 288 / 4.2
and3b: 5 / 0.056
a31oi: 128 / 1.0
mux2i: 320 / 4.1
clkbuf: 454 / 2.2
nand3b: 3 / 0.029
a22o: 912 / 10
through the flow:
stage | cells | hold slack (ns) | cell area [um^2] | utilization [%] | power (mW)
floorplan | 5510 | 0.4737 | 78000 | - | 12.35
global placement | 8055 | 0.4871 | 86270 | 44.66 | 14.52
detailed placement | 8055 | 0.4988 | 86270 | 44.66 | 14.54
CTS | 8294 | 0.5142 | 90490 | 46.84 | 22.93
global route | 8304 | 0.5392 | 90510 | 46.85 | 23.54
finish | 8313 | 0.5091 | 90530 | 46.86 | 23.12
power by group through the flow:
stage | Clock [mW] | Combinational, mW | Sequential [mW]
after CTS | 8.53 | 4.74 | 9.65
after global routing | 8.81 | 4.99 | 9.73
final | 8.51 | 4.93 | 9.68
layer usage:
| layer | GRT usage [%] | up-vias | share of wire (%) |
|---|---|---|---|
| met2 | 57.23 | 6774 | 41 |
| met1 | 45.08 | 31640 | 29 |
| met5 | 8.596 | - | 0.42 |
| li1 | - | 23990 | - |
| met4 | 33.68 | 64 | 10 |
| met3 | 36.82 | 1851 | 20 |
critical path, cell delays in order:
cell,delay [ns]
buf_6,0.55
buf_4,0.42
mux4_2,0.54
mux2_2,0.29
o221ai_1,0.65
buf_4,0.24
a31oi_1,0.06
clkdlybuf4s50_1,0.47
final cells by class:
| class | instances | share of cell area, % |
|---|---|---|
| Multi-Input combinational cell | 3595 | 47.28 |
| Sequential cell | 1088 | 35.38 |
| Timing Repair Buffer | 837 | 9.086 |
| Clock buffer | 167 | 3.946 |
| Tap cell | 2526 | 3.491 |
| Clock inverter | 72 | 0.7145 |
| Antenna cell | 19 | 0.05252 |
| Inverter | 9 | 0.04837 |
kinds of logic (layout without fill, tap and decap cells):
logic type / count (synthesis) / count (layout) / synth area share, %
AND/OR/NAND/NOR: 495 / 495 / 3.150
AND-OR/OR-AND: 1596 / 1596 / 16.57
multiplexers: 1504 / 1504 / 34.13
buffers and inverters: 827 / 1085 / 5.083
flip-flops: 1088 / 1088 / 41.06
other: 0 / 19 / 0
Power figures rest on the tool's default switching activity, not on a simulated workload.
